## /design/flow/config.mk

```make
export PLATFORM = sky130hd
export DESIGN_NAME = SUBWAY
export DESIGN_NICKNAME = SUBWAY
export VERILOG_FILES = /design/flow/design.v
export SDC_FILE = /design/flow/constraint.sdc
export NUM_CORES = 4
export LEC_CHECK = 1
export CORE_UTILIZATION = 40
```

## /design/flow/constraint.sdc

```tcl
current_design SUBWAY

set clk_period 3.6
set clk_io_pct 0.2

create_clock -name clk0 -period $clk_period [get_ports {clk}]

set non_clock_inputs [all_inputs -no_clocks]
set_input_delay [expr $clk_period * $clk_io_pct] -clock clk0 $non_clock_inputs
set_output_delay [expr $clk_period * $clk_io_pct] -clock clk0 [all_outputs]
```

## /design/flow/design.v

```verilog
package usertype;
typedef enum logic  [3:0] { No_action  = 4'd0 ,    
                            Seed       = 4'd1 ,    
							Water      = 4'd3 ,    
						    Reap       = 4'd2 ,    
							Steal      = 4'd4 ,    
							Check_dep  = 4'd8      
							}  Action ;
typedef enum logic  [3:0] { No_Err            = 4'd0 ,    
                            Is_Empty          = 4'd1 ,    
							Not_Empty         = 4'd2 ,    
							Has_Grown         = 4'd3 ,    
						    Not_Grown         = 4'd4 	  
							}  Error_Msg ;
typedef enum logic  [3:0] { No_crop		 = 4'd0 ,
							Potato	     = 4'd1 ,
                            Corn	     = 4'd2 , 
							Tomato       = 4'd4 ,
						    Wheat        = 4'd8   
							}  Crop_cat ;
typedef logic [5:0]  Land;
typedef logic [11:0] Water_amnt;
typedef struct packed {
	Land  land_id, land_status;
	Crop_cat  crop_cat;
	Water_amnt water_amnt; 
} Land_Info; 
typedef union packed{ 
    Action       [2:0]d_act;
	Land         [1:0]d_id;
	Crop_cat     [2:0]d_cat;
	Water_amnt        d_amnt;
} DATA;
typedef enum logic [2:0] { AXI_IDLE =3'd0,
                           AXI_AW   =3'd1,
                           AXI_W    =3'd2,
                           AXI_B    =3'd3,
                           AXI_AR   =3'd4,
                           AXI_R    =3'd5
			 } AXI_STAGE;		
endpackage
import usertype::*;  
module SUBWAY(
    clk,
    rst_n,
    in_valid,
    init,
    in0,
    in1,
    in2,
    in3,
    out_valid,
    out
);
input clk, rst_n;
input in_valid;
input [1:0] init;
input [1:0] in0, in1, in2, in3; 
output reg       out_valid;
output reg [1:0] out;
parameter IDLE  = 2'b00;
parameter IN1   = 2'b01;
parameter IN2   = 2'b10;	
parameter OUT   = 2'b11;
reg [1:0]   curr_state, next_state;
reg [5:0]   counter, next_counter;
reg [2:0]   id, next_id;
reg [1:0]   move_info [55:0];
reg [1:0]   in_move_info_0;
reg [3:0]   map_info  [5:0];
reg [3:0]   low_obs_info  [5:0];
reg [3:0]   in_map_info_0;
reg [3:0]   in_map_info_1;
reg [3:0]   in_map_info_2;
reg [3:0]   in_map_info_3;
reg [3:0]   in_map_info_4;
reg [3:0]   in_map_info_5;
reg [3:0]   pos, next_pos;
reg [3:0]   is_obs;
reg [3:0]   train_pos;
reg         is_obs_1, is_obs_2;  
reg         change_flag;
reg [3:0]   filters[3:0];
reg [1:0]   i0, i1, i2, i3; 
always @(posedge clk, negedge rst_n) begin
    if(!rst_n)  curr_state <= IDLE;
    else        curr_state <= next_state;
end
always @(*) begin
    next_state = curr_state;
    case(curr_state)
        IDLE:   if(in_valid)        next_state = IN1;
        IN1:    if(counter >= 6)    next_state = IN2;
        IN2:    if(!in_valid)       next_state = OUT;
        OUT:    if(counter >= 62)   next_state = IDLE;
    endcase
end
always @(posedge clk) begin
    counter <= next_counter;
end
always @(*) begin
    next_counter = counter + 1;
    case(curr_state)
        IDLE:   if(in_valid)        next_counter = 0;
        IN2:    if(!in_valid)       next_counter = 0;
    endcase
end
always @(*) begin 
    id = counter[2:0];
    next_id = next_counter[2:0];
end
always @(posedge clk) begin
    if(next_state == OUT || next_state == IDLE) begin
        i0 <= 0;
        i1 <= 0;
        i2 <= 0;
        i3 <= 0;
    end
    else begin
        i0 <= in0;
        i1 <= in1;
        i2 <= in2;
        i3 <= in3;
    end
end
always @(posedge clk) begin
    is_obs <= {|i3, |i2, |i1, |i0};
    if(id == 6) begin
        is_obs_1 <= (i1 == 0) ? 0 : 1;
        is_obs_2 <= (i2 == 0) ? 0 : 1;
    end
    else begin
        is_obs_1 <= is_obs_1;
        is_obs_2 <= is_obs_2;
    end
end
always @(posedge clk) begin
    low_obs_info[0] <= {i3[0], i2[0], i1[0], i0[0]};
    low_obs_info[1] <= low_obs_info[0];
    low_obs_info[2] <= low_obs_info[1];
    low_obs_info[3] <= low_obs_info[2];
    low_obs_info[4] <= low_obs_info[3];
    low_obs_info[5] <= low_obs_info[4];
end
always @(posedge clk) begin
    map_info[0] <= in_map_info_0;
    map_info[1] <= in_map_info_1;
    map_info[2] <= in_map_info_2;
    map_info[3] <= in_map_info_3;
    map_info[4] <= in_map_info_4;
    map_info[5] <= in_map_info_5;
end
always @(*) begin
    if(curr_state == IDLE) 
        in_map_info_0 = 1 << init;
    else begin
        if(i0 == 'b00)         in_map_info_0[0] = map_info[0][0] | map_info[0][1];
        else if(i0 == 'b11)    in_map_info_0[0] = 0;
        else                   in_map_info_0[0] = map_info[0][0];
        if(i1 == 'b00)         in_map_info_0[1] = map_info[0][0] | map_info[0][1] | map_info[0][2];
        else if(i1 == 'b11)    in_map_info_0[1] = 0;
        else                   in_map_info_0[1] = map_info[0][1];
        if(i2 == 'b00)         in_map_info_0[2] = map_info[0][1] | map_info[0][2] | map_info[0][3];
        else if(i2 == 'b11)    in_map_info_0[2] = 0;
        else                   in_map_info_0[2] = map_info[0][2];
        if(i3 == 'b00)         in_map_info_0[3] = map_info[0][2] | map_info[0][3];
        else if(i3 == 'b11)    in_map_info_0[3] = 0;
        else                   in_map_info_0[3] = map_info[0][3];
    end
end
always @(*) begin
    in_map_info_1 = map_info[0] & (~is_obs);
    change_flag = ~(i3[0] & i2[0] & i1[0] & i0[0]);
    in_map_info_2 = (id == 2 && change_flag) ? {~i3[0], ~i2[0], ~i1[0], ~i0[0]} : map_info[1];
    train_pos = in_map_info_2;
    filters[0] = (train_pos[0]) ? 4'b0011 : 4'b0000;
    filters[1] = (train_pos[1]) ? 4'b0111 : 4'b0000;
    filters[2] = (train_pos[2]) ? 4'b1110 : 4'b0000;
    filters[3] = (train_pos[3]) ? 4'b1100 : 4'b0000;
    in_map_info_3 = (id == 2) ? (map_info[2] & (filters[0] | filters[1] | filters[2] | filters[3])) : map_info[2];
    if(id == 2) begin
        if(train_pos == 4'b0001)                    in_map_info_4 = {1'b0, map_info[3][2:0]};
        else if(train_pos == 4'b1000)               in_map_info_4 = {map_info[3][3:1], 1'b0};
        else                                        in_map_info_4 = map_info[3];
    end else                                        in_map_info_4 = map_info[3];
    if(id == 2) begin
        if(train_pos == 4'b0001 && is_obs_2)        in_map_info_5 = {1'b0, map_info[4][2:0]};
        else if(train_pos == 4'b1000 && is_obs_1)   in_map_info_5 = {map_info[4][3:1], 1'b0};
        else                                        in_map_info_5 = map_info[4];
    end else                                        in_map_info_5 = map_info[4];
end
always @(posedge clk) begin
    pos <= next_pos;
    move_info[0] <= in_move_info_0;
end
reg [3:0] move_forward;
reg [3:0] move_right;
reg [3:0] move_left;
reg [3:0] move_jump;
always @(*) begin
    move_forward  = map_info[5] & pos;
    move_right    = map_info[5] & (pos << 1);
    move_left     = map_info[5] & (pos >> 1);
    move_jump     = low_obs_info[5] & pos;
end
always @(*) begin
    next_pos = pos;
    in_move_info_0 = 'bx;
    case(curr_state)
        IDLE:   next_pos = 1 << init;
        IN1:    next_pos = pos;
        default: begin
            if(move_forward > 0) begin
                next_pos = pos;
                in_move_info_0 = 0;  
            end
            else if(move_right > 0) begin
                next_pos = pos << 1;
                in_move_info_0 = 1;  
            end
            else if(move_left > 0) begin
                next_pos = pos >> 1;
                in_move_info_0 = 2;  
            end
            else begin
                next_pos = pos;
                if(move_jump > 0)   in_move_info_0 = 3;  
                else                in_move_info_0 = 0;  
            end
        end
    endcase
end
genvar i;
generate
    for(i = 1; i <= 55; i = i+1) begin : shift_reg
        always @(posedge clk) begin
            move_info[i] <= move_info[i-1];
        end
    end
endgenerate
always @(posedge clk, negedge rst_n) begin
    if(!rst_n) begin
        out_valid <= 0;
        out <= 0;
    end
    else begin
        if (next_state == OUT) begin
            out_valid <= 1;
            out <= move_info[55];
        end
        else begin
            out_valid <= 0;
            out <= 0;
        end
    end
end
endmodule
```

## /design/flow/run.sh

```bash
#!/bin/bash
# OpenROAD 26Q1-2900-gdf79404cd8, Yosys 0.63+post, stock flow scripts
make -C /OpenROAD-flow-scripts/flow DESIGN_CONFIG=/design/flow/config.mk WORK_HOME=/design/flow/orfs finish
```

==> CHANGELOG.md <==
### Physical design

* Critical Path Fanout Max at 8
* P_sw at 1.46 mW
* Fin area at 5690 um^2
* Syn. warnings at 5
* Clock power frac at 30.3%
* Static leakage at 2.32 nW
* Post-cts resize count at 0
* Cell Pwr Density at 994 nW/um^2
* Dpl ws at 1250 ps
* Non-Filler Instances at 519
* Worst hold slack at 325 ps
* # diodes at 0
* Slew margin rel. at 36.3%
* Pin count of the biggest net entering global routing at 18
* Clk ins delay skew pair at 410 ps
* Endpoints failing setup at 0
* Final hold violations at 0
* Total CTS buffers at 17
* HP Start: move_info[26][1]
* # IOs at 16
* DRT antenna net count at 0
* Required @ worst endpoint at 3910 ps
* Setup crit start: counter[0]
* Clock Sinks at 191
* R2R Setup Slk at 1480 ps
* Max-cap violations at 0
* Post-synth seq share at 81.8%
* Tot Pwr at 5.66 mW
* Global routing usage on met3 at 3.49%
* Final TNS setup at 0 ps
* Slowest stage delay, CP at 400 ps
* Worst-path clk slew at 70 ps
* Mapped cell area at 4840 um^2
* Die Wd at 112 um
* Initial antenna violation count at 0
* Max-slew violation count at 0
* Rows at 39
* Tool Warnings at 26
* Hold depth at 0
* H-tree Lvls at 4
* FILL cells at 978
* Drt wl/cell at 11.8 um
* Worst Hold End: move_info[27][1]
* Hold_buf cts at 0
* Most frequent cell on the critical path: ha_1
* Die Area at 12500 um^2
* RSZ-0062 raised after global routing: false
* Post-layout util at 49.0%
* Internal power at 4.20 mW
* HPWL Detailed at 3.58 mm
* Post-synth ARST share at 3.66%
* Most common logic cells in the final layout: dfxtp_1 (174), clkbuf_16 (17), clkdlybuf4s50_1 (15), o21ai_0 (14), nand2_1 (13)
* Synthesized flop and latch total at 191
* Post-CTS Repair Setup Buffers at 0
* TritonRoute pass-1 iters at 16
* Dpl cell area at 5130 um^2
* Area grow syn2layout at 17.6%
* Gp weighted congestion at 0.860
* First-pass GRT wire length at 10.4 mm
* CP Data Arrival Time at 2420 ps
* Number of enable flip-flop cells at 10
* Total congestion overflow at 0
* Vias per cell at 4.51
* Crit path cell chain: inv_1 > ha_1 > o21ai_0 > a21boi_0 > or3_1 > ha_1 > and2_1
* Fin crit period at 2120 ps
* Reg-to-Reg Start: counter[0]
* Final Cycle Share at 58.8%
* Die height at 112 um
* Worst vdd ir at 391 uV
* Core area at 11600 um^2
* Layout cell share with drive strength beyond 1 at 9.84%
* Post-Route WL at 6.15 mm
* Number of remaining DRC errors at 0
* Mean Syn Cell Area at 14.4 um^2
* Kind of critical path: reg2reg
* Combinational Power Share at 11.7%
* Distinct cell type count after synthesis at 43
* Vias at 2339
* Setup Skew at 7.03 ps
* Vias in the first global route at 2187
* Dominant flop cell: dfxtp_1
* Sequential power share at 58.0%
* Hold/Removal Path Class: reg2reg
* Max Fclk at 473 MHz
* Yosys Chip Area at 4840 um^2
* Status: completed
* # placed instances at 488
* First DRT Iteration DRCs at 162
* Max clock buf depth at 2
* Cells after Synth at 337
* Dominant logic cell type in the layout: dfxtp_1
* Setup crit end kind: register
* Worst r2r dst: i3[1]
* Worst setup SP type: register
* Initial Util at 41.7%
* TritonCTS clock tree: built
* Crit-path slowest cell: ha_1
* Worst R2R Path Depth at 7
* Total global-route track usage at 10.8%
* I/O Buffers at 15
* Sw Share at 25.7%
* Worst-margin pin slew at 956 ps
* Clock root buffer: clkbuf_16
* Met2 usage at 14.4%
* Final Worst Setup Slack at 1480 ps
* GR Util met1 at 18.4%
* # Cells Yosys at 337
* Most Crowded Layer GR: met1
## layer usage
metal | part of all wire [%] | vias up
met5 | 0 | -
met4 | 0.85 | 0
met3 | 6.2 | 5
met2 | 39 | 56
met1 | 54 | 1086
li1 | - | 1192
## synth_stat cells, drive strengths merged, types with 5 or more instances
master,n,area share (%)
nor2,11,0.85
edfxtp,10,6.2
nor2b,5,0.65
dfrtp,6,3.1
a21boi,5,0.78
nor3,6,0.62
dfxtp,174,72
nand2,13,1.0
o21ai,16,1.7
clkbuf,6,0.47
nand3,6,0.62
a21oi,6,0.62
xor2,6,1.1
inv,6,0.47
and2,11,1.4
## cell type report
cell class | count | area [um^2] | share of cell area (%)
multi-input cells | 132 | 818 | 14.4
well taps | 143 | 179 | 3.14
repair buffers | 15 | 150 | 2.64
inverters | 7 | 26.3 | 0.462
clock buffers | 20 | 457 | 8.03
flip-flops and latches | 191 | 3960 | 69.6
clock inverters | 11 | 100 | 1.76
## registers in the layout, indices dropped and copies added, names as in the netlist
name / flops
out: 2
move_info: 112
low_obs_info: 24
out_valid: 1
i3: 2
is_obs_2: 1
is_obs_1: 1
map_info: 24
counter: 6
i1: 2
pos: 4
is_obs: 4
i0: 2
i2: 2
curr_state: 4
## logic make-up (layout without fill, tap and decap cells)
family | Yosys count | count (layout) | synth area share (%)
xor gates and xnor gates | 7 | 7 | 1.27
AOI/OAI and AO/OA | 50 | 50 | 6.88
and+or+nand+nor | 71 | 71 | 7.78
DFF | 191 | 191 | 81.8
buffers and inverters | 14 | 53 | 1.24
adders and majority gates | 3 | 3 | 0.776
muxes | 1 | 1 | 0.207
## power by group through the flow
stage / combinational, mW / sequential, mW / clock, mW
6_report: 0.660 / 3.28 / 1.71
5_1_grt: 0.751 / 3.37 / 1.86
4_1_cts: 0.666 / 3.29 / 1.76
## how the worst max path moves through the flow
| stage | to | slack [ps] | cells after the start |
|---|---|---|---|
| 4_1_cts | i3[1] | 1490 | 7 |
| 6_report | i3[1] | 1480 | 7 |
| 5_1_grt | pos[1] | 1360 | 2 |
## worst max-delay path: cells and delay by family (launching register included)
kind            cells  cell delay, ps
buf+inv             1              80
flops               1             370
simple gates        2             540
compound gates      2             410
fa+ha+maj           2             620
Power is estimated from default activity; no workload was simulated.
