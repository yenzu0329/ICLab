<file path="flow/design.v">
package usertype;
typedef enum logic  [3:0] { No_action  = 4'd0 ,    
                            Seed       = 4'd1 ,    
							Water      = 4'd3 ,    
						    Reap       = 4'd2 ,    
							Steal      = 4'd4 ,    
							Check_dep  = 4'd8      
							}  Action ;
typedef enum logic  [3:0] { No_Err            = 4'd0 ,    
                            Is_Empty          = 4'd1 ,    
							Not_Empty         = 4'd2 ,    
							Has_Grown         = 4'd3 ,    
						    Not_Grown         = 4'd4 	  
							}  Error_Msg ;
typedef enum logic  [3:0] { No_crop		 = 4'd0 ,
							Potato	     = 4'd1 ,
                            Corn	     = 4'd2 , 
							Tomato       = 4'd4 ,
						    Wheat        = 4'd8   
							}  Crop_cat ;
typedef logic [5:0]  Land;
typedef logic [11:0] Water_amnt;
typedef struct packed {
	Land  land_id, land_status;
	Crop_cat  crop_cat;
	Water_amnt water_amnt; 
} Land_Info; 
typedef union packed{ 
    Action       [2:0]d_act;
	Land         [1:0]d_id;
	Crop_cat     [2:0]d_cat;
	Water_amnt        d_amnt;
} DATA;
typedef enum logic [2:0] { AXI_IDLE =3'd0,
                           AXI_AW   =3'd1,
                           AXI_W    =3'd2,
                           AXI_B    =3'd3,
                           AXI_AR   =3'd4,
                           AXI_R    =3'd5
			 } AXI_STAGE;		
endpackage
import usertype::*;  
module QUEEN(
    clk,
    rst_n,
    in_valid,
    col,
    row,
    in_valid_num,
    in_num,
    out_valid,
    out,
    );
input               clk, rst_n, in_valid,in_valid_num;
input       [3:0]   col,row;
input       [2:0]   in_num;
output reg          out_valid;
output reg  [3:0]   out;
parameter IDLE  = 3'b000;
parameter IN    = 3'b001;
parameter PUSH  = 3'b010;
parameter POP   = 3'b011;	
parameter OUT   = 3'b100;
reg [2:0]   current_state;
reg [3:0]   counter;
reg [3:0]   stack      [11:0];
reg [2:0]   next_state;
reg [3:0]   next_counter;
reg [3:0]   next_stack [11:0];
reg [3:0]   in_col;
reg [3:0]   in_row;
reg         pop;
reg         full;
reg [3:0]   x_num;
reg [11:0]  x_filter;
reg [11:0]  x_postfix_or;
reg [11:0]  x_next;
reg [3:0]   x_next_num;
reg [11:0]  x_prev;
reg [3:0]   x_prev_num;
reg [3:0]   x_footprint;
reg [3:0]   next_x_footprint;
reg [4:0]   row_plus_col;
reg [4:0]   row_min_col;
reg [11:0]  y;
reg [3:0]   y_num;
reg [11:0]  y_footprint;
reg [11:0]  y_filter;
reg [11:0]  x_plus_y_filter;
reg [11:0]  x_min_y_filter;
reg [22:0]  x_plus_y;
reg [22:0]  x_min_y;
reg [11:0]  next_y_footprint;
reg [11:0]  next_y_filter;
reg [22:0]  next_x_plus_y;
reg [22:0]  next_x_min_y;
always @(posedge clk, negedge rst_n) begin
    if(!rst_n)  current_state <= IDLE;
    else        current_state <= next_state;
end
always @(*) begin
    next_state = current_state;
    case(current_state)
        IDLE:
            if(in_valid)        next_state = IN;
        IN:     
            if(!in_valid)       next_state = PUSH;
        PUSH:   
            if (full)           next_state = OUT;
            else if(pop)        next_state = POP;
        POP:    
            if(!pop)            next_state = PUSH;
        OUT: 
            if(counter >= 11)   next_state = IDLE;
    endcase
end
always @(posedge clk) begin
    in_col <= col;
    in_row <= row;
end
always @(posedge clk) begin
    if(next_state == IDLE)       x_filter <= 0;
    else if(next_state == IN)    x_filter <= x_filter | (1 << col);
    else                         x_filter <= x_filter;
end
always @(posedge clk) begin
    y_filter <= next_y_filter;
    x_plus_y <= next_x_plus_y;
    x_min_y  <= next_x_min_y;
end
always @(posedge clk) begin
    if(~next_state[1]) begin  
        y_footprint  <= 0;
        x_footprint  <= 0;
    end
    else begin
        y_footprint  <= next_y_footprint;
        x_footprint  <= next_x_footprint;
    end
end
reg [3:0]  sel_col, sel_row;
reg [11:0] sel_col_decoder;
always @(*) begin
    sel_row = (current_state[1]) ? y_num : in_row;
    sel_col = (current_state[1]) ? x_num : in_col;
    row_plus_col = sel_row + sel_col;
    row_min_col  = sel_row - sel_col + 11;
end
always @(*) begin
    sel_col_decoder = 12'b0;
    case(sel_row)
        0 : sel_col_decoder[0]  = 1;
        1 : sel_col_decoder[1]  = 1;
        2 : sel_col_decoder[2]  = 1;
        3 : sel_col_decoder[3]  = 1;
        4 : sel_col_decoder[4]  = 1;
        5 : sel_col_decoder[5]  = 1;
        6 : sel_col_decoder[6]  = 1;
        7 : sel_col_decoder[7]  = 1;
        8 : sel_col_decoder[8]  = 1;
        9 : sel_col_decoder[9]  = 1;
        10: sel_col_decoder[10] = 1;
        11: sel_col_decoder[11] = 1;
    endcase
end
always @(*) begin
    next_y_filter = y_filter;
    next_x_plus_y = x_plus_y;
    next_x_min_y  = x_min_y;
    case(current_state[1:0])
        IDLE: begin
            next_y_filter = 0;
            next_x_plus_y = 0;
            next_x_min_y  = 0;
        end
        IN: begin
            next_y_filter = y_filter | sel_col_decoder;
            next_x_plus_y = x_plus_y | (1 << row_plus_col);
            next_x_min_y  = x_min_y  | (1 << row_min_col);
        end
        PUSH: begin
            if (!pop) begin
                next_y_filter = y_filter | sel_col_decoder;
                next_x_plus_y = x_plus_y | (1 << row_plus_col);
                next_x_min_y  = x_min_y  | (1 << row_min_col);
            end
        end
        POP: begin
            next_y_filter = y_filter & ~sel_col_decoder;
            next_x_plus_y = x_plus_y & ~(1 << row_plus_col);
            next_x_min_y  = x_min_y  & ~(1 << row_min_col);
        end
    endcase
end
always @(*) begin
    next_x_footprint = x_footprint;
    next_y_footprint = y_footprint;
    if(current_state == POP && !pop) begin
        next_x_footprint = x_num;
        next_y_footprint = ~(12'hFFF << (stack[x_num]+1));
    end
end
always @(*) begin
    x_plus_y_filter = 12'dx;
    case(x_num)
        0 : x_plus_y_filter = x_plus_y[11:0];
        1 : x_plus_y_filter = x_plus_y[12:1];
        2 : x_plus_y_filter = x_plus_y[13:2];
        3 : x_plus_y_filter = x_plus_y[14:3];
        4 : x_plus_y_filter = x_plus_y[15:4];
        5 : x_plus_y_filter = x_plus_y[16:5];
        6 : x_plus_y_filter = x_plus_y[17:6];
        7 : x_plus_y_filter = x_plus_y[18:7];
        8 : x_plus_y_filter = x_plus_y[19:8];
        9 : x_plus_y_filter = x_plus_y[20:9];
        10: x_plus_y_filter = x_plus_y[21:10];
        11: x_plus_y_filter = x_plus_y[22:11];
    endcase
end
always @(*) begin
    x_min_y_filter = 12'dx;
    case(x_num)
        0 : x_min_y_filter = x_min_y[22:11];
        1 : x_min_y_filter = x_min_y[21:10];
        2 : x_min_y_filter = x_min_y[20:9];
        3 : x_min_y_filter = x_min_y[19:8];
        4 : x_min_y_filter = x_min_y[18:7];
        5 : x_min_y_filter = x_min_y[17:6];
        6 : x_min_y_filter = x_min_y[16:5];
        7 : x_min_y_filter = x_min_y[15:4];
        8 : x_min_y_filter = x_min_y[14:3];
        9 : x_min_y_filter = x_min_y[13:2];
        10: x_min_y_filter = x_min_y[12:1];
        11: x_min_y_filter = x_min_y[11:0];
    endcase
end
always @(*) begin 
    if(x_footprint == x_num)    y = y_filter | x_plus_y_filter | x_min_y_filter | y_footprint;
    else                        y = y_filter | x_plus_y_filter | x_min_y_filter;
    y_num = stack[x_num];
    if(current_state == PUSH) begin
        if     (y[0] == 0)    y_num = 0;
        else if(y[1] == 0)    y_num = 1;
        else if(y[2] == 0)    y_num = 2;
        else if(y[3] == 0)    y_num = 3;
        else if(y[4] == 0)    y_num = 4;
        else if(y[5] == 0)    y_num = 5;
        else if(y[6] == 0)    y_num = 6;
        else if(y[7] == 0)    y_num = 7;
        else if(y[8] == 0)    y_num = 8;
        else if(y[9] == 0)    y_num = 9;
        else if(y[10] == 0)   y_num = 10;
        else if(y[11] == 0)   y_num = 11;
    end
end
always @(posedge clk, negedge rst_n) begin
    if(!rst_n) begin
        out_valid <= 0;
        out <= 0;
    end
    else begin
        if (next_state == OUT) begin
            out_valid <= 1;
            out <= stack[next_counter];
        end
        else begin
            out_valid <= 0;
            out <= 0;
        end
    end
end
always @(*) begin
    full = (x_num > 11) ? 1 : 0;
    pop = &y;
end
always @(posedge clk) begin
    stack[0]  <= next_stack[0];
    stack[1]  <= next_stack[1];
    stack[2]  <= next_stack[2];
    stack[3]  <= next_stack[3];
    stack[4]  <= next_stack[4];
    stack[5]  <= next_stack[5];
    stack[6]  <= next_stack[6];
    stack[7]  <= next_stack[7];
    stack[8]  <= next_stack[8];
    stack[9]  <= next_stack[9];
    stack[10] <= next_stack[10];
    stack[11] <= next_stack[11];
end
always @(*) begin
    next_stack[0]  = stack[0];
    next_stack[1]  = stack[1];
    next_stack[2]  = stack[2];
    next_stack[3]  = stack[3];
    next_stack[4]  = stack[4];
    next_stack[5]  = stack[5];
    next_stack[6]  = stack[6];
    next_stack[7]  = stack[7];
    next_stack[8]  = stack[8];
    next_stack[9]  = stack[9];
    next_stack[10] = stack[10];
    next_stack[11] = stack[11];
    case(current_state)
        IDLE: begin
            next_stack[0]  = 4'bx;
            next_stack[1]  = 4'bx;
            next_stack[2]  = 4'bx;
            next_stack[3]  = 4'bx;
            next_stack[4]  = 4'bx;
            next_stack[5]  = 4'bx;
            next_stack[6]  = 4'bx;
            next_stack[7]  = 4'bx;
            next_stack[8]  = 4'bx;
            next_stack[9]  = 4'bx;
            next_stack[10] = 4'bx;
            next_stack[11] = 4'bx;
        end
        IN:         next_stack[in_col] = in_row;
        PUSH:       next_stack[x_num] = y_num;
    endcase
end
always @(posedge clk) begin
    counter <= next_counter;
end
always @(*) begin
    next_counter = counter + 1;
    case(current_state)
        IDLE:
            if(in_valid)    next_counter = x_next_num;
        IN:
            if(!in_valid)   next_counter = x_next_num;
        PUSH:
            if(full)        next_counter = 0;
            else if(pop)    next_counter = x_prev_num;
            else            next_counter = x_next_num;
        POP:    
            if(!pop)        next_counter = counter;
            else            next_counter = x_prev_num;
    endcase
end
always @(*) begin
    x_num = counter;
end
always @(*) begin
    if(~current_state[1])   x_postfix_or = 12'b000000000000;
    else                    x_postfix_or = ~(12'hFFF << (x_num+1));
end
always @(*) begin
    x_next = x_postfix_or | x_filter;
    x_prev = (~(x_postfix_or >> 1)) | x_filter;
    if     (x_next[0] == 0)    x_next_num = 0;
    else if(x_next[1] == 0)    x_next_num = 1;
    else if(x_next[2] == 0)    x_next_num = 2;
    else if(x_next[3] == 0)    x_next_num = 3;
    else if(x_next[4] == 0)    x_next_num = 4;
    else if(x_next[5] == 0)    x_next_num = 5;
    else if(x_next[6] == 0)    x_next_num = 6;
    else if(x_next[7] == 0)    x_next_num = 7;
    else if(x_next[8] == 0)    x_next_num = 8;
    else if(x_next[9] == 0)    x_next_num = 9;
    else if(x_next[10] == 0)   x_next_num = 10;
    else if(x_next[11] == 0)   x_next_num = 11;
    else                       x_next_num = 12;
    if     (x_prev[11] == 0)   x_prev_num = 11;
    else if(x_prev[10] == 0)   x_prev_num = 10;
    else if(x_prev[9] == 0)    x_prev_num = 9;
    else if(x_prev[8] == 0)    x_prev_num = 8;
    else if(x_prev[7] == 0)    x_prev_num = 7;
    else if(x_prev[6] == 0)    x_prev_num = 6;
    else if(x_prev[5] == 0)    x_prev_num = 5;
    else if(x_prev[4] == 0)    x_prev_num = 4;
    else if(x_prev[3] == 0)    x_prev_num = 3;
    else if(x_prev[2] == 0)    x_prev_num = 2;
    else if(x_prev[1] == 0)    x_prev_num = 1;
    else                       x_prev_num = 0;
end
endmodule 
</file>
<file path="flow/run.sh">
#!/bin/bash
# OpenROAD 26Q1-2900-gdf79404cd8, Yosys 0.63+post, stock flow scripts
make -C /OpenROAD-flow-scripts/flow DESIGN_CONFIG=/design/flow/config.mk WORK_HOME=/design/flow/orfs finish
</file>
<file path="flow/config.mk">
export PLATFORM = sky130hd
export DESIGN_NAME = QUEEN
export DESIGN_NICKNAME = QUEEN
export VERILOG_FILES = /design/flow/design.v
export SDC_FILE = /design/flow/constraint.sdc
export NUM_CORES = 4
export LEC_CHECK = 1
export CORE_UTILIZATION = 50
</file>
<file path="flow/constraint.sdc">
current_design QUEEN

set clk_period 15.2
set clk_io_pct 0.2

create_clock -name clk0 -period $clk_period [get_ports {clk}]

set non_clock_inputs [all_inputs -no_clocks]
set_input_delay [expr $clk_period * $clk_io_pct] -clock clk0 $non_clock_inputs
set_output_delay [expr $clk_period * $clk_io_pct] -clock clk0 [all_outputs]
</file>
==> flow_summary.json <==
{
  "path_cells": "inv_1 -> ha_1 -> buf_4 -> o31ai_1 -> nand2b_1 -> a21oi_1 -> o22ai_2 -> o311ai_0 -> nand4_1 -> a31oi_1 -> inv_1 -> ha_1 -> inv_1 -> ha_1 -> a21o_1 -> a21oi_1 -> xnor2_1 -> nor2b_1 -> buf_4 -> nand2_1 -> a21oi_1 -> nor3_1",
  "synthArstFlopShare_pct": 5.19,
  "die_w_um": 151,
  "top_area_share_pct": 28.5,
  "cp.required_ns": 15.36,
  "clockBufferDepth": 2,
  "area_growth_pct": 7.79,
  "end_kind": "flop",
  "setup_violations": 0,
  "ys_top_cells_by_area": "edfxtp_1 (29%), a21oi_1 (7.4%), dfxtp_1 (7.2%)",
  "post_cts_resized": 0,
  "vias_per_cell": 6.67,
  "ctsHoldBuffers": 0,
  "wirelength_mm": 37.0,
  "path_clk_slew_ns": 0.07,
  "yosysMostFrequentCell": "a21oi_1",
  "die_h_um": 151,
  "yosysUniqueCellTypes": 100,
  "portBuffers": 15,
  "register_area_um2": 4180,
  "layout_setup_ws_ns": 8.73,
  "cts_sinks": 154,
  "rows": 54,
  "hold_viol": 0,
  "diodes": 0,
  "core_area_um2": 21800,
  "grt_pass1_vias": 9813,
  "vias": 10600,
  "fmax_mhz": 154,
  "logic_area_um2": 6340,
  "drt_iter0_drc": 1066,
  "status": "complete, no violations",
  "rsz0062_at_grt": "false",
  "io_pins": 20,
  "worst-setup-path-type": "reg -> reg",
  "critPathArrivalTime_ns": 6.63,
  "root_buffer": "clkbuf_16",
  "fin_hold_ws_ns": 0.456,
  "numCtsBuffers": 17,
  "edf_count": 106,
  "pre_cts_slack_ns": 8.89,
  "synthesis.area_um2": 11200,
  "min_period_over_period_pct": 42.6,
  "hpwlAfterDp_mm": 25.3,
  "setup_tns_ns": 0,
  "grt_max_degree": 54,
  "ys.flops": 154,
  "cp_slowest_cell": "dfxtp_1",
  "instances_no_fill": 1585,
  "drc_errors": 0,
  "warnings": 48,
  "antenna_found_initial": 0,
  "htree_levels": 4,
  "final_area_um2": 12000,
  "synth_warnings": 3,
  "common_cells": "a21oi_1 (164), nor2_1 (142), nand2_1 (116)",
  "cp_top_family": "AND-OR/OR-AND gates",
  "chipArea_um2": 22900,
  "utilization_pct": 55.1,
  "syn_inst": 1327,
  "maxSlewViolCount": 0,
  "grt_overflow_total": 0,
  "wl_per_cell_um": 23.4,
  "grt_usage_pct": 34.9,
  "yosys.area.top_type": "edfxtp_1",
  "skew_ns": 0.0161,
  "clock_latency_ns": 0.43,
  "nFillCells": 1959,
  "relSlewSlack_pct": 41.4,
  "hold_class": "reg -> reg",
  "ys_cells": 1327,
  "ys_chip_area_um2": 11200,
  "initCoreUtil_pct": 51.1,
  "dpl.cell_count": 1553,
  "worst_setup_path_start_kind": "flop",
  "finalCriticalPeriod_ns": 6.47,
  "critPathMaxStageDelay_ns": 0.62,
  "postCtsSetupBuffers": 0,
  "worst_slew_pin_slew_ns": 0.871,
  "postRouteAntennaNets": 0,
  "flop_cell": "edfxtp_1",
  "place.gp.congestion": 0.960,
  "dr.pass1.iters": 7,
  "timing.critical_path.buf_inv": 5,
  "dpl-instance-area_um2": 11400,
  "syn_avg_cell_area_um2": 8.40,
  "cts_tree": "done",
  "cp_max_fo": 32,
  "grt_pass1_wl_mm": 57.6,
  "cap_violations": 0,
  "drive_above_1_share_pct": 8.89,
  "ys_seq_share_pct": 37.5
}
==> sequential cells by signal, summed over array words and instances, names as in the netlist <==
name           count
stack             48
x_min_y           23
x_plus_y          23
x_filter          12
y_filter          12
y_footprint       12
counter            4
in_col             4
in_row             4
out                4
x_footprint        4
current_state      3
out_valid          1
==> logic make-up (layout without fill, tap and decap cells) <==
group	Yosys count	after routing	synth area share (%)
compound gates	481	481	28.8
xor+xnor	12	12	0.942
fa+ha+maj	33	33	3.84
buf+inv	146	124	5.68
flops	154	154	37.5
mux	34	34	3.19
simple gates	467	467	20.0
==> area by class of cell <==
class	count	share of cell area, %
inverters	45	1.41
clock buffers	17	3.54
repair buffers	47	3.25
flip-flops and latches	154	34.8
well taps	280	2.91
multi-input cells	1027	52.8
clock inverters	15	1.32
==> tightest hold or removal path, delay by kind of cell, from the launching register on <==
kind	cells	cell delay, ns
simple gates	1	0.05
flops	1	0.31
compound gates	1	0.05
==> final timing paths <==
path | cells after the start | slack, ns | from | endpoint
hold / removal | 2 | 0.46 | y_footprint[7] | y_footprint[7]
setup / recovery | 22 | 8.73 | counter[0] | x_min_y[22]
max in group asynchronous | 1 | 11.98 | rst_n | out[2]
setup reg to reg | 22 | 8.73 | counter[0] | x_min_y[22]
min in group asynchronous | 1 | 2.91 | rst_n | current_state[1]
hold reg to reg | 2 | 0.46 | y_footprint[7] | y_footprint[7]
==> metal layers <==
layer | GRT usage [%] | part of all wire (%) | wire length, um | up-vias
met5 | 0 | 0 | 0 | -
met4 | 12.8 | 4.5 | 1680 | 0
met3 | 7.50 | 9.2 | 3410 | 113
met2 | 50.4 | 44 | 16300 | 591
met1 | 53.5 | 42 | 15700 | 4951
li1 | - | - | - | 4916
==> layout by cell type (no fill, tap or decap), types with 10 or more instances in the layout <==
| master | instances |
|---|---|
| a21o_1 | 13 |
| nand4_1 | 10 |
| nor2_1 | 142 |
| dfxtp_1 | 40 |
| nor3_1 | 74 |
| a21oi_1 | 164 |
| nor2b_1 | 22 |
| o2111ai_1 | 10 |
| and2_1 | 17 |
| a31oi_1 | 27 |
| nand2_1 | 115 |
| nand2b_1 | 14 |
| mux2i_1 | 25 |
| o21ai_0 | 58 |
| edfxtp_1 | 106 |
| ha_1 | 29 |
| buf_4 | 32 |
| o211ai_1 | 43 |
| clkbuf_16 | 17 |
| o22ai_1 | 20 |
| nand3_1 | 23 |
| clkdlybuf4s50_1 | 15 |
| inv_1 | 41 |
| a211oi_1 | 13 |
| a22oi_1 | 19 |
| o21ai_1 | 10 |
